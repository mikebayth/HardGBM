<file path="design/flow/config.mk">
export PLATFORM = sky130hd
export DESIGN_NAME = Layer1_Pool_Top
export DESIGN_NICKNAME = Layer1_Pool_Top
export VERILOG_FILES = /design/flow/design.v
export SDC_FILE = /design/flow/constraint.sdc
export NUM_CORES = 4
export LEC_CHECK = 1
export CORE_AREA = 10 10 492 492
export DIE_AREA = 0 0 502 502
</file>
<file path="design/flow/constraint.sdc">
current_design Layer1_Pool_Top

set clk_period 16.2
set clk_io_pct 0.2

create_clock -name clk0 -period $clk_period [get_ports {clk_in}]

set non_clock_inputs [all_inputs -no_clocks]
set_input_delay [expr $clk_period * $clk_io_pct] -clock clk0 $non_clock_inputs
set_output_delay [expr $clk_period * $clk_io_pct] -clock clk0 [all_outputs]
</file>
<file path="design/flow/design.v">
`timescale 1ns / 1ps
module Layer1_Pool_Top
#(
	parameter									bits						=	16		,	 
	parameter									bits_shift				=	4		,	 
	parameter									channel_bits			=	64		,	 
	parameter									channel_bits_shift	=	6		,
	parameter									channel_in_num			=	64		,
	parameter									channel_out_num		=	16	
	)
	(
	input																clk_in,
	input 															rst_n,
	input 	[(channel_in_num<<bits_shift)-1:0]			data_in,
	input																start,
	output	[(channel_out_num<<bits_shift)-1:0]			data_out,
	output															ready
    );
wire			ready_temp[0:channel_out_num-1];
assign		ready						=					ready_temp[0]					;
genvar i;
generate
	for (i = 0; i < channel_out_num; i = i + 1)
	begin:pooling
		maxpool_one_clk layer_pool(
			.clk_in			(clk_in),
			.rst_n			(rst_n),
			.data_in			(data_in[(i<<channel_bits_shift)+channel_bits-1:(i<<channel_bits_shift)]),
			.start			(start),
			.data_out		(data_out[(i<<bits_shift)+bits-1:(i<<bits_shift)]),
			.ready			(ready_temp[i])
			);
	end
endgenerate
endmodule
`timescale 1ns / 1ps
module maxpool_one_clk
	#(
	parameter			bits				=		16	,
	parameter			bits_shift		=		4	,
	parameter 			pool_size		=		4	,
	parameter			pool_size_2		=		3	,
	parameter			clk_num			=		2	
	)
	(
	input																	clk_in		,
	input																	rst_n			,
	input			[(pool_size<<bits_shift)-1:0]					data_in		,
	input 																start			,
	output		[bits-1:0]											data_out		,
	output		reg													ready		
    );
reg 					[pool_size_2-1:0]					cnt										;
wire	unsigned		[bits-1:0]							data_temp	[0:clk_num-1]			;
reg															flag										;
wire	unsigned		[bits-1:0]							data_in_reg		[0:pool_size-1]	;
genvar i,j ;
generate
	for (i = 0; i < pool_size; i = i + 1)
	begin
		assign	data_in_reg[i]						=				data_in[(i<<bits_shift)+bits-1:(i<<bits_shift)];
	end
	for (j = 0; j < clk_num; j = j + 1)
	begin
		assign	data_temp[j]						=				(data_in_reg[(j<<1)+1]<data_in_reg[j<<1])?data_in_reg[(j<<1)]:data_in_reg[(j<<1)+1];
	end
endgenerate
assign		data_out = (data_temp[0]< data_temp[1])?data_temp[1]:data_temp[0];
always@(posedge clk_in or negedge rst_n)
begin
	if(~rst_n)
	begin
		cnt							<=							0;
		ready							<=							1'b0;
		flag							<=							1'b0;
	end
	else
	begin
		if(start||flag)
		begin
			if(cnt < clk_num-1)
			begin
				ready										<=								1'b1;
				flag										<=								1'b1;
				cnt										<=								cnt	+	1'b1;
			end
			else
			begin
				flag										<=								1'b0;
				cnt										<=								1'b0;
				ready										<=								1'b0;
			end
		end
	end
end
endmodule
</file>
<file path="design/flow/run.sh">
#!/bin/bash
# OpenROAD 26Q1-2900-gdf79404cd8, Yosys 0.63+post, stock flow scripts
make -C /OpenROAD-flow-scripts/flow DESIGN_CONFIG=/design/flow/config.mk WORK_HOME=/design/flow/orfs finish
</file>
==> results.toml <==
# flow metrics
[clock_network]
hold_buffers = 0
clkTransAtPathRegs_ps = 30
cts-root-buf = "clkbuf_16"
cts_buffer_depth = 2
clock_sinks = 4
insertion_delay_ps = 230
cts_tree = "done"
cts_made_buffers = 3
post_cts_resized = 0
h-tree-depth = 1
postCtsSetupBuffers = 0

[place]
hpwl_mm = 200.4
place_inst = 8120
place_ws_ps = 2888
place_congestion = 1.027
portBuffers = 1283

[power_and_ir_drop]
finalPower_w = 0.002668
ir_drop_mv = 0.04698
p_per_area_mw_per_mm2 = 60.01
leakagePower_nw = 21.15

[floorplan]
chipWidth_um = 502
dieArea_mm2 = 0.2520
initial_core_util = 0.1196
num_io_pins = 1284
dieHeight_um = 502
rows = 176
core_mm2 = 0.2306

[worst_setup_path]
arrival_ps = 9920
reg2reg_to = "pooling[0].layer_pool.cnt[1]"
crit_path_end_kind = "output pin"
critPathLaunchType = "input port"
crit_required_ps = 12960
r2r_slack_ps = 14970
crit_path_max_fanout = 10
path_class = "input port to output pin"
reg2reg_depth = 2
r2r-start = "pooling[0].layer_pool.cnt[2]"

[timing]
finalSetupTns_ps = 0
grt_setup_unrepaired = "false"
finalWorstSetupSlack_ps = 3037
slew_headroom = 0.3214
drv_slew = 0
min_period_ps = 13160
max_clock_freq_ghz = 0.07597
worst_slew_pin_slew_ps = 989.6
finalSetupViolCount = 0
final_hold_viol_count = 0
skew_ps = 3.380
finalClockPeriodUsage = 0.8125

[finish]
fin_cells = 8164
area_growth_pct = 61.21
drive_above_1_share = 0.03021

[synth]
synth.avg_cell_area_um2 = 7.113
async_reset_ff_frac = 1.000
ys.flop_type = "dfrtp_1"
ys_types = 79
ys_chip_area_mm2 = 0.02758
edf_count = 0
synth_area_mm2 = 0.02758
synthDominantCellAreaShare = 0.3271
synth_seq_share = 0.003630
topCellsByArea = "ha_1 (33%), mux2i_1 (12%), inv_1 (9.4%)"
ys.flops = 4
top_area_cell = "ha_1"
ys_cells = 3877
netlist_instances = 3877
ys_warn_count = 2

[global_route]
first_global_vias = 33810
grt_max_degree = 33
grt_pass1_wl_mm = 283.3
overflow = 0
antenna_found_initial = 94
grtUsageTotal = 0.1624

[routing]
drt_first_pass_iters = 6
drt_iter0_drc = 1886
routedWlPerCell_um = 26.12
drc = 0
final_antenna_net_count = 0
vias = 33950
wirelength_mm = 213.2
viasPerCell = 4.158

[run_status]
status = "complete, no violations"

[hold_path]
hold_depth = 1
min_path_type = "flop to flop"
worstHoldStart = "pooling[0].layer_pool.cnt[2]"
hold_end = "pooling[0].layer_pool.ready"

[flow_run]
warning_count = 25
cap_violations = 0
routing by layer:
layer | wire [um] | share of wire | GRT usage
met4 | 5638 | 0.026 | 0.03617
met5 | 320 | 0.0015 | 0
met3 | 18870 | 0.088 | 0.05258
met2 | 103800 | 0.49 | 0.2845
met1 | 84580 | 0.40 | 0.1922
cells in the mapped netlist (70+ instances only):
master      n
inv_1     691
a21oi_1   389
ha_1      721
nand4_1    70
mux2i_1   342
a21o_1     95
clkbuf_1   99
nor2_1    273
o21a_1    105
o21ai_0    96
nand2_1   228
o211ai_1   75
state kept, by name, summed over array words and instances (netlist names):
| register | cells |
|---|---|
| pooling.layer_pool.cnt | 3 |
| pooling.layer_pool.ready | 1 |
worst max-delay path by stage:
stage,from,end,slack (ps),cells after the start
6_report,data_in[690],data_out[175],3040,22
5_1_grt,data_in[690],data_out[169],2450,22
4_1_cts,data_in[690],data_out[175],2840,22
where the power goes:
part / total [W] / internal, W / switching [W]
clock network: 0.0000386 / 0.0000315 / 0.00000707
registers: 0.0000166 / 0.0000138 / 0.00000281
logic: 0.00261 / 0.00120 / 0.00141
total: 0.00267 / 0.00124 / 0.00142
placed cells by master (no fill, tap or decap), drive strengths merged, types with 41 or more instances in the layout:
cell type and instances:
inv 691, ha 721, o21a 105, mux2i 342, nand4 70, clkdlybuf4s50 1283, nor2 273, diode 41
o2111ai 45, nand2 228, a21oi 392, o21ai 168, a21o 95, buf 70, o211ai 75, mux2 44
critical path, stage by stage:
cell	delay (ps)
clkdlybuf4s50_1	630
ha_1	300
a211oi_1	230
o21ai_1	120
a21oi_2	420
buf_4	210
o221ai_2	190
buf_4	270
o21ai_0	320
a21boi_0	330
ha_1	310
a21oi_1	140
o22ai_1	100
nor3_1	270
o31ai_4	110
buf_4	200
a2111oi_4	330
or2_1	420
buf_4	320
o211ai_1	110
a311oi_1	630
clkdlybuf4s50_1	670
per-stage QoR:
stage	hold slack, ps	instance area [um^2]	utilization
3_5_place_dp	496.6	44280	0.1920
5_1_grt	519.5	44400	0.1926
4_1_cts	501.9	44350	0.1924
2_1_floorplan	447.1	27580	-
6_report	507.6	44450	0.1928
3_3_place_gp	457.3	44270	0.1920
area by class of cell:
type | count | area, um^2
fill | 25500 | 186100
multi-input combinational | 3046 | 24430
timing repair buffer | 1353 | 13370
tap | 3026 | 3786
inverter | 691 | 2594
clock buffer | 3 | 75.07
antenna | 41 | 102.6
sequential | 4 | 100.1
kinds of logic (layout without fill, tap and decap cells):
| kind of cell | Yosys count | after routing | synth area share |
|---|---|---|---|
| AND-OR/OR-AND | 1130 | 1130 | 0.2736 |
| flip-flops | 4 | 4 | 0.003630 |
| AND/OR/NAND/NOR | 809 | 809 | 0.1369 |
| buffers and inverters | 827 | 2047 | 0.1164 |
| multiplexers | 386 | 386 | 0.1424 |
| adder cells (fa/ha/maj) | 721 | 721 | 0.3271 |
| other | 0 | 41 | 0 |
Power and IR drop assume default switching activity.
