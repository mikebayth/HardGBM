==> flow/design.v <==
`timescale 1ns / 1ps
module Layer2_Pool_Top
#(
	parameter									bits						=	16		,	 
	parameter									bits_shift				=	4		,	 
	parameter									channel_bits			=	64		,	 
	parameter									channel_bits_shift	=	6		,
	parameter									channel_in_num			=	32		,
	parameter									channel_out_num		=	8	
	)
	(
	input																clk_in,
	input 															rst_n,
	input 	[(channel_in_num<<bits_shift)-1:0]			data_in,
	input																start,
	output	[(channel_out_num<<bits_shift)-1:0]			data_out,
	output															ready
    );
wire			ready_temp[0:channel_out_num-1];
assign		ready						=					ready_temp[0]					;
genvar i;
generate
	for (i = 0; i < channel_out_num; i = i + 1)
	begin:pooling
		maxpool_one_clk layer_pool(
			.clk_in			(clk_in),
			.rst_n			(rst_n),
			.data_in			(data_in[(i<<channel_bits_shift)+channel_bits-1:(i<<channel_bits_shift)]),
			.start			(start),
			.data_out		(data_out[(i<<bits_shift)+bits-1:(i<<bits_shift)]),
			.ready			(ready_temp[i])
			);
	end
endgenerate
endmodule
`timescale 1ns / 1ps
module maxpool_one_clk
	#(
	parameter			bits				=		16	,
	parameter			bits_shift		=		4	,
	parameter 			pool_size		=		4	,
	parameter			pool_size_2		=		3	,
	parameter			clk_num			=		2	
	)
	(
	input																	clk_in		,
	input																	rst_n			,
	input			[(pool_size<<bits_shift)-1:0]					data_in		,
	input 																start			,
	output		[bits-1:0]											data_out		,
	output		reg													ready		
    );
reg 					[pool_size_2-1:0]					cnt										;
wire	unsigned		[bits-1:0]							data_temp	[0:clk_num-1]			;
reg															flag										;
wire	unsigned		[bits-1:0]							data_in_reg		[0:pool_size-1]	;
genvar i,j ;
generate
	for (i = 0; i < pool_size; i = i + 1)
	begin
		assign	data_in_reg[i]						=				data_in[(i<<bits_shift)+bits-1:(i<<bits_shift)];
	end
	for (j = 0; j < clk_num; j = j + 1)
	begin
		assign	data_temp[j]						=				(data_in_reg[(j<<1)+1]<data_in_reg[j<<1])?data_in_reg[(j<<1)]:data_in_reg[(j<<1)+1];
	end
endgenerate
assign		data_out = (data_temp[0]< data_temp[1])?data_temp[1]:data_temp[0];
always@(posedge clk_in or negedge rst_n)
begin
	if(~rst_n)
	begin
		cnt							<=							0;
		ready							<=							1'b0;
		flag							<=							1'b0;
	end
	else
	begin
		if(start||flag)
		begin
			if(cnt < clk_num-1)
			begin
				ready										<=								1'b1;
				flag										<=								1'b1;
				cnt										<=								cnt	+	1'b1;
			end
			else
			begin
				flag										<=								1'b0;
				cnt										<=								1'b0;
				ready										<=								1'b0;
			end
		end
	end
end
endmodule
==> flow/run.sh <==
#!/bin/bash
# OpenROAD 26Q1-2900-gdf79404cd8, Yosys 0.63+post, stock flow scripts
make -C /OpenROAD-flow-scripts/flow DESIGN_CONFIG=/design/flow/config.mk WORK_HOME=/design/flow/orfs finish
==> flow/config.mk <==
export PLATFORM = sky130hd
export DESIGN_NAME = Layer2_Pool_Top
export DESIGN_NICKNAME = Layer2_Pool_Top
export VERILOG_FILES = /design/flow/design.v
export SDC_FILE = /design/flow/constraint.sdc
export NUM_CORES = 4
export LEC_CHECK = 1
export CORE_AREA = 10 10 291 291
export DIE_AREA = 0 0 301 301
==> flow/constraint.sdc <==
current_design Layer2_Pool_Top

set clk_period 21.1
set clk_io_pct 0.2

create_clock -name clk0 -period $clk_period [get_ports {clk_in}]

set non_clock_inputs [all_inputs -no_clocks]
set_input_delay [expr $clk_period * $clk_io_pct] -clock clk0 $non_clock_inputs
set_output_delay [expr $clk_period * $clk_io_pct] -clock clk0 [all_outputs]
==> qor.txt <==
Clk latency of the worst-skew pair: 220 ps
Num Clock Sinks: 4
Area of all placed cells without fillers: 0.0213 mm^2
Drt first pass iters: 5
Final core occ: 27.3%
Fraction of layout cells with a size suffix above 1: 2.22%
Crit path DRT: 16,880 ps
Max Clock Skew: 2.15 ps
Cells after Synth: 1,944
Max-area cell share: 33.8%
Main flop type: dfrtp_1
Final ANT Viol Nets: 0
DPL Wire Length: 61,100 um
DR WL/cell: 18.2 um
Die Size: 0.0906 mm^2
Cell Type Count: 59
PwrDens: 39.7 mW/mm^2
GR Layer Usage met2: 23.4%
Final wirelength: 65,700 um
Slack of the critical path: 6520 ps
Worst hold-check path type: register to register
Kind of end point of the critical path: primary output
Worst EP arrival: 10,360 ps
Input/output buffers: 643
GPL Wtd Cong: 0.971
Final Hold Fails: 0
Pleak: 0.0107 uW
Antenna violations before repair: 32
Fmax: 0.0686 GHz
Htree depth: 1
YS warnings: 2
RSZ-0062 raised after global routing: false
Syn Std Cell Area: 0.0134 mm^2
Yosys reg bits: 4
DRC Markers: 0
Setup violators final: 0
CP Launch Type: input port
GRT Total Usage: 13.9%
CTS root buffer: clkbuf_16
Die Ht: 301 um
Setup Crit Path Kind: input port to primary output
Crit-path max FO: 14
Area leader, netlist: ha_1
Layout area overhead: 58.9%
Vias: 15.3k
Final period util: 69.1%
Status: finished clean
Std-Cell Core Area: 0.0778 mm^2
Top Usage Layer GRT: met2
Largest cells by area: ha_1, mux2i_1, inv_1
Pre-Place Util: 17.2%
IO Pins: 644
Vias in the first global route: 15.5k
Clock transition at path regs: 30 ps
CTS tree: done
Met1 global-route usage: 17.2%
# Cells Yosys: 1,944
Async SR Flop Fraction: 100%
Global Route met3 Usage: 4.73%
Drt initial violations: 570
Syn_area_per_cell: 6.88 um^2
TNS Setup: 0 ps
Max Cap Viol: 0
Yosys Chip Area: 0.0134 mm^2
FP Rows: 102
Pin count of the biggest net entering global routing: 32
Dpl cell area: 0.0212 mm^2
Post-synth seq share: 0.748%
Chip width: 301 um
Final Total Pwr: 844 uW
Tmin final: 14,580 ps
Num CTS Buffers: 3
Vias/cell: 4.23
Worst IR drop on VDD: 0.104 mV
Max-slew headroom: 33.7%
Max-slew violation count: 0
Tool warnings: 25
Post-CTS Hold Buffers: 0
CTS Buffer Depth: 2
Pre-CTS setup slack: 6210 ps
Gr ovfl total: 0
First-pass GRT wire length: 95,600 um
Worst slew pin tran: 984 ps
Post-synth EDFFs: 0
Post-CTS sizing: 0
Post-CTS Setup Inserts: 0
-- critical path: stages --
cell	delay [ps]
clkdlybuf4s50_1	480
inv_1	50
ha_1	310
a21oi_1	150
o21ai_0	130
a2111oi_0	460
buf_4	230
o211ai_1	140
nand2_1	400
buf_4	330
mux2i_1	520
inv_1	100
ha_1	330
a21o_1	160
a21o_1	160
a21oi_1	130
nor2_1	50
or4_1	560
a21oi_2	170
buf_4	300
mux2i_1	420
clkdlybuf4s50_1	540
-- synthesized netlist by cell type (all sizes together), types with 6 or more instances --
master	number
o31ai	9
buf	13
nand2	111
nand4	47
nor2b	12
nor3b	7
a211oi	16
nor3	10
a21o	49
a211o	6
nand2b	13
a21oi	264
clkbuf	38
a31oi	8
o211ai	11
mux2	6
a2111oi	19
nand3	17
o21a	50
mux2i	172
nor2	202
ha	361
o21ai	69
inv	377
-- flip-flops by register name, indices dropped and copies added (netlist names) --
signal	count
pooling.layer_pool.cnt	3
pooling.layer_pool.ready	1
-- stage by stage --
step / hold WS, ps / std cells
final: 503 / 3618
after global routing: 528 / 3614
after CTS: 507 / 3608
after detailed placement: 487 / 3605
after global placement: 483 / 3605
after floorplan: 447 / 1944
-- logic make-up after synthesis --
family	share of synthesized area (%)
buffers and inverters	12.3
AND/OR/NAND/NOR	14.3
AND-OR/OR-AND	25.5
multiplexers	13.4
flip-flops	0.748
adder cells (fa/ha/maj)	33.8
-- final timing paths --
path / startpoint / to / slack, ps / depth (start not counted)
hold / removal: pooling[0].layer_pool.cnt[2]$_DFFE_PN0P_ / pooling[0].layer_pool.ready$_DFFE_PN0P_ / 500 / 1
min in group asynchronous: rst_n / pooling[0].layer_pool.cnt[1]$_DFFE_PN0P_ / 4230 / 1
hold reg to reg: pooling[0].layer_pool.cnt[2]$_DFFE_PN0P_ / pooling[0].layer_pool.ready$_DFFE_PN0P_ / 500 / 1
max in group asynchronous: rst_n / pooling[0].layer_pool.cnt[0]$_DFFE_PN0P_ / 16670 / 1
setup / recovery: data_in[335] / data_out[93] / 6520 / 22
setup reg to reg: pooling[0].layer_pool.cnt[1]$_DFFE_PN0P_ / pooling[0].layer_pool.cnt[1]$_DFFE_PN0P_ / 19850 / 2
-- power by group --
group          switching (uW)  internal, uW
clock network            5.00          24.2
registers                1.97          10.6
logic                     376           426
total                     383           461
-- cell usage in the layout (no fill, tap or decap), types with 5 or more instances in the layout --
master	Yosys	layout
a2111oi_0	18	18
a211o_1	6	6
o21ai_0	42	42
o21ai_1	25	23
diode_2	0	10
buf_4	2	29
nand3_1	17	17
a21oi_1	261	260
ha_1	361	361
and4_1	5	5
clkdlybuf4s50_1	0	643
nand2b_1	13	13
nor2_1	202	202
o21a_1	50	50
a211oi_1	16	16
nor3_1	10	10
inv_1	377	377
a221oi_1	5	5
mux2_2	5	5
a31oi_1	8	8
mux2i_1	172	172
a21o_1	49	49
o211ai_1	11	11
nand2_1	111	111
nor2b_1	12	12
nand4_1	47	47
o31ai_4	2	5
nor3b_1	7	7
-- final cells by class --
cell class | instances | area, um^2
diodes | 10 | 25.0
fillers | 8447 | 56600
flip-flops and latches | 4 | 100
repair buffers | 672 | 6650
multi-input cells | 1512 | 11700
well taps | 1040 | 1300
inverters | 377 | 1420
clock buffers | 3 | 75.1
-- layer usage --
layer / wire length (um) / part of all wire [%] / up-vias
met5: 171 / 0.26 / -
met4: 1260 / 1.9 / 26
met3: 6040 / 9.2 / 72
met1: 28100 / 43 / 6600
li1: - / - / 8107
met2: 30200 / 46 / 503
Power figures rest on the tool's default switching activity, not on a simulated workload.
