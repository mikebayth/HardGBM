`design/flow/config.mk`:
```
export PLATFORM = sky130hd
export DESIGN_NAME = Layer3_Pool_Top
export DESIGN_NICKNAME = Layer3_Pool_Top
export VERILOG_FILES = /design/flow/design.v
export SDC_FILE = /design/flow/constraint.sdc
export NUM_CORES = 4
export LEC_CHECK = 1
export CORE_UTILIZATION = 40
```
`design/flow/constraint.sdc`:
```
current_design Layer3_Pool_Top

set clk_period 4.9
set clk_io_pct 0.2

create_clock -name clk0 -period $clk_period [get_ports {clk_in}]

set non_clock_inputs [all_inputs -no_clocks]
set_input_delay [expr $clk_period * $clk_io_pct] -clock clk0 $non_clock_inputs
set_output_delay [expr $clk_period * $clk_io_pct] -clock clk0 [all_outputs]
```
`design/flow/design.v`:
```
`timescale 1ns / 1ps
module Layer3_Pool_Top
#(
	parameter									bits						=	16		,	 
	parameter									bits_shift				=	4		,	 
	parameter									channel_num				=	16		
	)
	(
	input																clk_in,
	input 															rst_n,
	input 	[(channel_num<<bits_shift)-1:0]				data_in,
	input																start,
	output	[(channel_num<<bits_shift)-1:0]				data_out,
	output															ready
    );
wire			ready_temp[0:channel_num-1];
assign		ready						=					ready_temp[0]					;
genvar i;
generate
	for (i = 0; i < channel_num; i = i + 1)
	begin:pooling
		maxpool 
			#(
			.bits				(bits)	,
			.pool_size		(4)	,
			.pool_size_2	(3)	
			)
			layer_pool(
			.clk_in			(clk_in),
			.rst_n			(rst_n),
			.data_in			(data_in[(i<<bits_shift)+bits-1:(i<<bits_shift)]),
			.start			(start),
			.data_out		(data_out[(i<<bits_shift)+bits-1:(i<<bits_shift)]),
			.ready			(ready_temp[i])
			);
	end
endgenerate
endmodule
`timescale 1ns / 1ps
module maxpool
#(
	parameter			bits				=		16	,
	parameter 			pool_size		=		4	,
	parameter			pool_size_2		=		3	
	)
	(
	input 																clk_in		,
	input 																rst_n			,
	input 	unsigned		[bits-1:0]								data_in		,
	input 																start			,
	output 	reg			[bits-1:0]								data_out		,
	output	reg														ready
    );
reg 					[pool_size_2-1:0]					cnt			;
reg	unsigned		[bits-1:0]							data_temp	;
reg															flag			;
always@(posedge clk_in or negedge rst_n)
begin
	if(~rst_n)
	begin
		cnt							<=							0;
		data_temp					<=							0;
		ready							<=							1'b0;
		flag							<=							1'b0;
	end
	else
	begin
		if(start||flag)
		begin
			if(cnt < pool_size-1)
			begin
				ready										<=								1'b0;
				flag										<=								1'b1;
				cnt										<=								cnt	+	1'b1;
				if(data_temp	<	data_in)
					data_temp							<=								data_in;
			end
			else
			begin
				flag										<=								1'b0;
				cnt										<=								1'b0;
				if(data_temp	<	data_in)
					data_out								<=								data_in;
				else
					data_out								<=								data_temp;
				data_temp								<=								0;
				ready										<=								1'b1;
			end
		end
	end
end
endmodule
```
`design/flow/run.sh`:
```
#!/bin/bash
# OpenROAD 26Q1-2900-gdf79404cd8, Yosys 0.63+post, stock flow scripts
make -C /OpenROAD-flow-scripts/flow DESIGN_CONFIG=/design/flow/config.mk WORK_HOME=/design/flow/orfs finish
```
==> results.toml <==
# implementation run metrics
[final_timing]
hold_violations = 0
fmax_ghz = 0.2960
fin_skew_ns = 0.02768
fin_crit_sh_pct = 68.96
whs_ns = 0.3235
fin_setup_tns_ns = 0
rsz0062_at_grt = "no"
finalMaxSlewViolations = 0
post-route-min-period_ns = 3.379
relSlewSlack_pct = 47.81
tightest_slew_ns = 0.7805
finalSetupViolCount = 0

[critical_path]
worstPathRequired_ns = 5.34
critical-path-top-delay-family = "AND-OR/OR-AND gates"
start_kind = "input pin"
end_kind = "flop"
crit_buf_inv = 2
critPathMaxStageDelay_ns = 0.78
worst-setup-path-type = "in2reg"
path_max_fanout = 48
cpMaxStageDelayCell = "or4_4"
crit_chain = "clkdlybuf4s50_1 -> inv_1 -> ha_1 -> a2111oi_0 -> nor3_1 -> or4_4 -> a21oi_4 -> o22ai_1"
worstPathArrival_ns = 3.82

[synth]
synth_area_sq_um = 28270
synth.distinct_cells = 35
flop_cell = "dfrtp_1"
ys_cells = 2718
yosysChipArea_sq_um = 28270
edf_count = 256
synth_flops = 577
syn_avg_cell_area_sq_um = 10.40
ys_seq_share_pct = 55.61
yosysWarnings = 2
async_flop_share_pct = 55.63
syn_inst = 2718

[floorplan]
initCoreUtil_pct = 40.37
core_sq_um = 70030
rows = 97
dieWidth_um = 267.9
ios = 516
chip_area_sq_um = 71740
fp.dieH_um = 267.9

[power_and_ir_drop]
power_switching_w = 0.007717
power.internal_w = 0.01372
pwr-share-clk_pct = 22.4
combPwrFrac_pct = 38.7
swShare_pct = 35.99
power_density_nw_per_um2 = 582.1
leakage_nw = 16.14
ir_drop_mv = 0.3116
power.total_w = 0.02144
pwr-share-seq_pct = 38.9

[worst_hold_path]
hp-class = "in2async"

[clocking]
clk_latency_ns = 0.60
path_clk_slew_ns = 0.06
cts_made_buffers = 67
postCtsHoldBufs = 0
cts_max_path_buffers = 3
clockRootBuffer = "clkbuf_16"
cts_tree = "built"
cts_resized = 0
cts_setup_buffers = 0
h-tree-depth = 3
clock-sinks = 577

[detailed_routing]
wl_per_cell_um = 16.90
drcViolationCount = 0
vias = 21670
antenna_left = 0
routed-wl-met2_um = 33320
wl_met1_um = 30720
drt_pass1_iterations = 5
routed_wl_um = 72080
first_iter_violations = 1267
dr_wl_met3_um = 5934
via_per_inst = 5.080
top_layer = "met5"

[status]
outcome = "finished, final reports clean"

[placed_design]
numPortBuffers = 515
dp_hpwl_um = 52430
routabilityCongestion = 0.8772

[grt]
grt_use_total_pct = 21.20
antenna_found_initial = 17
grt_max_degree = 83
grt_pass1_vias = 21620
grt.overflow.total = 0
grt_pass1_wl_um = 115100

[run]
log.warning_count = 25
max_cap_viol_count = 0

[finish]
area_growth_pct = 30.29
fillers = 5930
drive_above_1_share_pct = 5.033
final_util_pct = 52.60
-- cell usage after synthesis, types with 3 or more instances --
cell type	count	area, sq um
and4_1	26	227.7
nor3_1	33	165.2
nor2_1	46	172.7
nand4_1	35	219.0
edfxtp_1	256	7687
nand2_1	321	1205
a211oi_1	16	120.1
a2111o_1	15	168.9
nor2b_1	18	112.6
dfrtp_1	321	8033
buf_2	15	75.07
nand2b_1	5	31.28
a21o_1	20	150.1
nor3b_1	16	120.1
o21bai_1	13	97.59
mux2_2	3	33.78
o21ai_0	311	1556
buf_6	5	56.30
clkbuf_1	68	255.2
nand3_1	15	75.07
o22ai_1	224	1401
a22o_1	60	525.5
ha_1	256	3203
o21a_1	14	105.1
a21oi_1	109	545.5
o21ai_1	5	25.02
inv_1	481	1805
-- layout by cell type, fill, tap and decap left out, types with 2 or more instances in the layout --
cell type	instances
clkbuf_8	10
bufinv_16	2
edfxtp_1	256
nand4_1	35
clkinv_1	8
o21bai_1	13
mux2_2	3
nand2_1	321
a21oi_1	109
nand2b_1	5
nor2b_1	18
a211oi_1	16
nor4_1	2
clkinv_2	4
o21ai_0	311
dfrtp_1	321
nor2_1	46
clkdlybuf4s50_1	513
and4_1	26
o21a_1	14
o22ai_1	224
clkbuf_1	24
o21ai_1	5
a22o_1	60
a311oi_1	2
nor3b_2	16
diode_2	8
a2111o_1	15
inv_6	3
a21o_1	20
o2111ai_2	2
nand3_1	15
clkbuf_16	68
nor3_1	33
inv_1	481
buf_4	52
ha_1	256
-- cells by family after synthesis --
group | after synthesis | share of synthesized area, %
AOI/OAI and AO/OA | 793 | 16.82
adders and majority gates | 256 | 11.33
buffers and inverters | 570 | 7.780
DFF | 577 | 55.61
muxes | 3 | 0.1195
and+or+nand+nor | 519 | 8.343
-- power groups by stage --
stage                 clock [W]  combinational, W  sequential [W]
after CTS               0.00496           0.00835         0.00834
after global routing    0.00517           0.00945         0.00856
final                   0.00481           0.00829         0.00834
-- worst paths after layout --
kind,startpoint,endpoint,slack (ns),cells after the start
worst min register to register,pooling[2].layer_pool.data_temp[0],pooling[2].layer_pool.data_temp[0],0.52,1
max in group asynchronous,rst_n,pooling[5].layer_pool.data_temp[6],2.73,3
worst max-delay path,data_in[209],pooling[13].layer_pool.data_temp[14],1.52,8
worst max register to register,pooling[13].layer_pool.data_temp[1],pooling[13].layer_pool.data_temp[14],2.11,6
min in group clk0,pooling[2].layer_pool.data_temp[0],pooling[2].layer_pool.data_temp[0],0.52,1
worst min-delay path,rst_n,pooling[0].layer_pool.data_temp[9],0.32,1
-- state kept, by name, summed over array words and instances (netlist names) --
name	cells
pooling.layer_pool.ready	1
pooling.layer_pool.flag	16
pooling.layer_pool.data_out	256
pooling.layer_pool.data_temp	256
pooling.layer_pool.cnt	48
-- metal layers --
layer	up-vias	track usage, %
met2	534	31.87
met3	131	6.806
met4	16	5.282
li1	10720	-
met1	10270	31.25
met5	-	0
-- area by class of cell --
type / instances / area [sq um] / area share, %
flip-flops and latches: 577 / 15720 / 42.68
multi-input cells: 1571 / 10440 / 28.35
repair buffers: 568 / 5565 / 15.11
clock buffers: 102 / 1929 / 5.238
inverters: 481 / 1805 / 4.902
well taps: 940 / 1176 / 3.193
clock inverters: 19 / 172.7 / 0.4688
diodes: 8 / 20.02 / 0.05435
-- stage by stage --
step / setup slack, ns / area [sq um] / cells
global route: 1.357 / 36830 / 4263
floorplan: 1.754 / 28270 / 2718
detailed placement: 0.9567 / 34710 / 4137
CTS: 1.579 / 36810 / 4258
global placement: 0.9516 / 34710 / 4137
finish: 1.521 / 36830 / 4266
No activity file was given, so power comes from the tool's default toggle rates.
